==> design.v <==
module DAC_5618_Top (
                    clk,
                    rst_n,
                    key,
                    DAC_CS_N,
                    DAC_SCLK,
                    DAC_DIN
                     );
input clk;
input rst_n;
input key;
output DAC_CS_N;
output DAC_SCLK;
output DAC_DIN;
wire [15:0] DAC_DATA;
wire start;
wire key_flag,key_state;
assign start = key_flag && !key_state ;
assign DAC_DATA = 16'b1100_0111_1111_1111;
key_filter key_filter(
                      .clk(clk),
                      .rst_n(rst_n),
                      .key_in(key),
                      .key_flag(key_flag),
                      .key_state(key_state)
                      );  
tlv5618 tlv5618(
		          .clk(clk),     		 
		          .rst_n(rst_n),   		 
		          .DAC_DATA(DAC_DATA),		 
		          .Start(start),   		 
		          .Set_Done(), 	 
		          .DAC_CS_N(DAC_CS_N),    	 
		          .DAC_DIN(DAC_DIN),     	 
		          .DAC_SCLK(DAC_SCLK),    	 
		          .DAC_State()			 
					  );                                                            
endmodule                                   
module key_filter(clk,
                  rst_n,
                  key_in,
                  key_flag,
                  key_state
                  );
	input clk;
	input rst_n;
	input key_in;
	output reg key_flag;
	output reg key_state;
	localparam
		IDEL		= 4'b0001,
		FILTER0	= 4'b0010,
		DOWN		= 4'b0100,
		FILTER1 	= 4'b1000;
	reg [3:0]state;
	reg [19:0]cnt;
	reg en_cnt;	 
	reg key_in_sa,key_in_sb;
	always@(posedge clk or negedge rst_n)
	if(!rst_n)begin
		key_in_sa <= 1'b0;
		key_in_sb <= 1'b0;
	end
	else begin
		key_in_sa <= key_in;
		key_in_sb <= key_in_sa;	
	end
	reg key_tmpa,key_tmpb;
	wire pedge,nedge;
	reg cnt_full; 
	always@(posedge clk or negedge rst_n)
	if(!rst_n)begin
		key_tmpa <= 1'b0;
		key_tmpb <= 1'b0;
	end
	else begin
		key_tmpa <= key_in_sb;
		key_tmpb <= key_tmpa;	
	end
	assign nedge = !key_tmpa & key_tmpb;
	assign pedge = key_tmpa & (!key_tmpb);
	always@(posedge clk or negedge rst_n)
	if(!rst_n)begin
		en_cnt <= 1'b0;
		state <= IDEL;
		key_flag <= 1'b0;
		key_state <= 1'b1;
	end
	else begin
		case(state)
			IDEL :
				begin
					key_flag <= 1'b0;
					if(nedge)begin
						state <= FILTER0;
						en_cnt <= 1'b1;
					end
					else
						state <= IDEL;
				end
			FILTER0:
				if(cnt_full)begin
					key_flag <= 1'b1;
					key_state <= 1'b0;
					en_cnt <= 1'b0;
					state <= DOWN;
				end
				else if(pedge)begin
					state <= IDEL;
					en_cnt <= 1'b0;
				end
				else
					state <= FILTER0;
			DOWN:
				begin
					key_flag <= 1'b0;
					if(pedge)begin
						state <= FILTER1;
						en_cnt <= 1'b1;
					end
					else
						state <= DOWN;
				end
			FILTER1:
				if(cnt_full)begin
					key_flag <= 1'b1;
					key_state <= 1'b1;
					en_cnt <= 1'b0;
					state <= IDEL;
				end
				else if(nedge)begin
					en_cnt <= 1'b0;
					state <= DOWN;
				end
				else
					state <= FILTER1;
			default:
				begin 
					state <= IDEL; 
					en_cnt <= 1'b0;		
					key_flag <= 1'b0;
					key_state <= 1'b1;
				end
		endcase	
	end
	always@(posedge clk or negedge rst_n)
	if(!rst_n)
		cnt <= 20'd0;
	else if(en_cnt)
		cnt <= cnt + 1'b1;
	else
		cnt <= 20'd0;
	always@(posedge clk or negedge rst_n)
	if(!rst_n)
		cnt_full <= 1'b0;
	else if(cnt == 999_999)
		cnt_full <= 1'b1;
	else
		cnt_full <= 1'b0;	
endmodule
module tlv5618 (
               clk,
               rst_n,
               DAC_DATA,    
               Start,       
               Set_Done,
               DAC_CS_N,
               DAC_DIN,
               DAC_SCLK,
               DAC_State                                                                         
                );
parameter fCLK = 10'd50;
parameter DIV_PARAM = 10'd2;
input clk;
input rst_n;
input [15:0] DAC_DATA;
input Start;
output Set_Done;
output reg DAC_CS_N;
output reg DAC_DIN;
output reg DAC_SCLK;
output     DAC_State;
assign DAC_State = DAC_CS_N ;
reg [15:0] r_DAC_DATA;
reg [3:0] DIV_CNT;  
reg SCLK2X;  
reg [5:0] SCLK_GEN_CNT;  
reg en;  
always@(posedge clk or negedge rst_n)
      begin
      	   if(!rst_n)
      	     en <= 1'b0;
      	   else if(Start)
      	          en <= 1'b1;
      	   else if(Set_Done)
      	         en <= 1'b0;
      	   else
      	        en <= en ;      	              	      	
      end
always@(posedge clk or negedge rst_n)      
    begin
    	   if(!rst_n)
    	    DIV_CNT <= 4'd0;
    	   else if(en)
    	         begin
    	         	    if(DIV_CNT == (DIV_PARAM - 1'b1))
    	         	       DIV_CNT <= 4'd0;
    	         	    else 
    	         	        DIV_CNT <= DIV_CNT + 1'b1; 
    	         end
    	   else 
    	       DIV_CNT <= 4'd0;
    end
always@(posedge clk or negedge rst_n)
     begin
     	    if(!rst_n)
     	      SCLK2X <= 1'b0;
     	    else if(en && (DIV_CNT = (DIV_PARAM - 1'b1)))
     	          SCLK2X <= 1'b1;
     	    else
     	        SCLK2X <= 1'b0;     	
     end
always@(posedge clk or negedge rst_n)
      begin
      	   if(!rst_n)
      	    SCLK_GEN_CNT <= 6'd0;
      	   else if(SCLK2X && en)
      	          begin
      	          	   if(SCLK_GEN_CNT == 6'd32)
      	          	     SCLK_GEN_CNT <= 6'd0;    
      	          	   else
      	          	     SCLK_GEN_CNT <= SCLK_GEN_CNT + 1'b1;          	     
      	          end        	          
      	    else
      	          SCLK_GEN_CNT <= SCLK_GEN_CNT ;                                          	                	
      end
always@(posedge clk or negedge rst_n)
      begin
             if(!rst_n)
               begin
               	    DAC_DIN <= 1'b1;
               	    DAC_SCLK <= 1'b0;
               	    r_DAC_DATA <= 16'd0;
               end  
             else
                 begin
                 	    if(Start)  
                 	     r_DAC_DATA <= DAC_DATA ;
                 	    if(!Set_Done && SCLK2X)
                 	      begin
                 	      	   if(!SCLK_GEN_CNT[0])  
                 	      	     begin
                 	      	     	    DAC_SCLK <= 1'b1;
                 	      	     	    DAC_DIN <= r_DAC_DATA[15];
                 	      	     	    r_DAC_DATA <= r_DAC_DATA << 1;
                 	      	     end
                 	      	   else  
                 	      	       DAC_SCLK <= 1'b0;
                 	      end
                 end   	                                         	
      end      
always@(posedge clk or negedge rst_n)
      begin
      	   if(!rst_n)
      	     begin
      	     	    DAC_CS_N <= 1'b1;      	     	    
      	     end
      	   else if(en && SCLK2X)
      	         DAC_CS_N <= SCLK_GEN_CNT[5];
      	   else
      	       DAC_CS_N <= DAC_CS_N;  
      end      
assign Set_Done = SCLK_GEN_CNT[5] && SCLK2X ;
endmodule      
==> run.sh <==
#!/bin/bash
# OpenROAD 26Q1-2900-gdf79404cd8, Yosys 0.63+post, stock flow scripts
make -C /OpenROAD-flow-scripts/flow DESIGN_CONFIG=/design/flow/config.mk WORK_HOME=/design/flow/orfs finish
==> config.mk <==
export PLATFORM = sky130hd
export DESIGN_NAME = DAC_5618_Top
export DESIGN_NICKNAME = DAC_5618_Top
export VERILOG_FILES = /design/flow/design.v
export SDC_FILE = /design/flow/constraint.sdc
export NUM_CORES = 4
export LEC_CHECK = 1
export CORE_UTILIZATION = 40
==> constraint.sdc <==
current_design DAC_5618_Top

set clk_period 4.9
set clk_io_pct 0.2

create_clock -name clk0 -period $clk_period [get_ports {clk}]

set non_clock_inputs [all_inputs -no_clocks]
set_input_delay [expr $clk_period * $clk_io_pct] -clock clk0 $non_clock_inputs
set_output_delay [expr $clk_period * $clk_io_pct] -clock clk0 [all_outputs]
==> impl_metrics.csv <==
group,metric,value,unit
final_timing,worst_pin_slew,726,ps
critical_path,r2r_end,"key_filter.cnt[18]",
final_timing,period_minus_slack,2270,ps
power,comb_power_share,1.2,%
detailed_routing,wire_per_inst,11.5,µm
logic_synthesis,ys_area,0.00258,mm²
logic_synthesis,ys_async_sr_fraction,100,%
power,vdd_ir_drop_max,208,µV
critical_path,worstSetupPathDepth,1,
clock_tree,cts_buffers,9,
logic_synthesis,ff_type,"dfrtp_1",
final_timing,max_slew_margin,51.6,%
critical_path,arrival,1290,ps
cells_and_area,syn2layout_area_growth,13.1,%
detailed_routing,antenna_cells,0,
logic_synthesis,yosys.area.top_type,"dfrtp_1",
clock_tree,cts_sinks,59,
final_timing,clock.fmax,440,MHz
clock_tree,cts_max_level,3,
critical_path,startpoint,"tlv5618.DAC_CS_N",
logic_synthesis,synth_warnings,2,
power,power_leakage,1.24,nW
logic_synthesis,syn_inst,256,
detailed_routing,vias_per_cell,5.12,
run,cap_violations,0,
cells_and_area,design_area,0.00292,mm²
clock_tree,clock-root-buffer,"clkbuf_8",
logic_synthesis,syn_avg_cell_area,10.1,µm²
logic_synthesis,ys_types,39,
critical_path,critical_path.cell_chain,"clkdlybuf4s50_1",
detailed_routing,wirelength,3.95,mm
logic_synthesis,synth_flop_count,59,
final_timing,setup_violations,0,
global_route,met2_usage,20.1,%
min_path,hp-class,"reg -> reg",
global_route,use_met3,4.57,%
run_status,outcome,"finished clean",
critical_path,endpoint,"DAC_CS_N",
power,p_seq_share,49.2,%
detailed_routing,drt_iter0_drc,55,
critical_path,crit_fanout,2,
floorplan,rows,28,
place,dp_hpwl,2.43,mm
final_timing,skew,9.44,ps
critical_path,slowest_stage,"dfstp_2",
critical_path,critPathTopFamily,"flip-flops",
floorplan,die_w,82.3,µm
place,place_area,0.00269,mm²
global_route,grt_pass1_wl,6.94,mm
detailed_routing,drc,0,
critical_path,criticalPathCategory,"reg -> out",
min_path,min_from,"key_filter.key_in_sa",
power,switching_share,19.3,%
logic_synthesis,synth-edff-count,0,
logic_synthesis,topCellsByArea,"dfrtp_1 (53%), nor2_1 (5.4%), nand2_1 (4.7%)",
final_timing,fin_ws,2630,ps
run,warning_count,26,
critical_path,path_buffers,1,
global_route,grt_max_degree,60,
power,power_frac_clock,49.6,%
floorplan,pin_count,6,
place,io_buffers,5,
critical_path,cp_slowest_stage_delay,520,ps
cells_and_area,stdcell_count,345,
final_timing,min_period_over_period,46.4,%
floorplan,fp_util,42.6,%
global_route,grt_overflow,0,
place,gp_congestion,0.864,
final_timing,rsz0062_at_grt,"no",
logic_synthesis,synth_top_area_share,53.3,%
clock_tree,cts_tree,"built",
critical_path,start_kind,"flip-flop",
final_timing,final-hold-violation-count,0,
power,power.density,341,mW/mm²
floorplan,core,0.00606,mm²
clock_tree,clk_path_buf_depth,2,
power,p_switching,0.192,mW
global_route,antenna_found_initial,0,
clock_tree,clkLatencyLatePin,330,ps
cells_and_area,drive_above_1_share,11.1,%
final_timing,drv_slew,0,
cells_and_area,nFillCells,522,
detailed_routing,vias,1765,
global_route,grt_busiest_layer,"met1",
place,place_ws,2970,ps
logic_synthesis,syn_area,0.00258,mm²
global_route,use_met1,21.3,%
clock_tree,cts_hold_buf,0,
critical_path,reg2reg_depth,5,
critical_path,r2r_start,"key_filter.cnt[0]",
logic_synthesis,ys_cells,256,
global_route,grt_pass1_vias,1575,
critical_path,critPathRequiredTime,3920,ps
clock_tree,cts_resized,0,
clock_tree,postCtsSetupRepairBufs,0,
floorplan,die_h,82.3,µm
detailed_routing,drt_first_pass_iters,4,
floorplan,die_area,0.00677,mm²
critical_path,r2r_setup_slack,3050,ps
place,dp.cells,329,
detailed_routing,postRouteAntennaNets,0,
logic_synthesis,yosysSeqAreaShare,57.4,%
final_timing,finalSetupTns,0,ps
critical_path,cp-end-kind,"primary output",
clock_tree,path_clk_slew,60,ps
power,p_int,0.804,mW
global_route,grt_usage,13.8,%
-- synth_stat cells, types with 2 or more instances --
cell type / count
nor2b_1: 3
nand2_1: 32
ha_1: 3
inv_1: 9
buf_2: 2
nor3_1: 3
or4_1: 3
o21ai_0: 22
mux2_2: 2
nor2_1: 37
and4_2: 2
dfstp_2: 4
dfrtp_1: 55
xor2_1: 8
or3_1: 4
o31ai_1: 3
nand3_1: 8
a22oi_1: 3
clkbuf_1: 6
and3_1: 2
a21oi_1: 8
xnor2_1: 9
nand4_1: 7
nand2b_1: 3
nor4_1: 3
and2_1: 2
-- routing by layer --
metal	up-vias	share of wire (%)
met5	-	0
met4	0	1.6
met3	7	4.1
met2	25	43
met1	836	52
li1	897	-
-- stage by stage --
step / util [%] / hold WS, ps / power [mW]
global route: 48.1 / 353 / 1.04
finish: 48.1 / 348 / 0.996
detailed placement: 44.4 / 335 / 0.512
CTS: 48.1 / 350 / 1.01
floorplan: - / 331 / 0.500
global placement: 44.4 / 334 / 0.512
-- flip-flops by register name, indices dropped and copies added (netlist names) --
register,flops
key_filter.cnt_full,1
tlv5618.DAC_DIN,1
tlv5618.SCLK2X,1
tlv5618.en,1
key_filter.en_cnt,1
key_filter.cnt,20
key_filter.key_state,1
tlv5618.r_DAC_DATA,16
key_filter.key_in_sb,1
tlv5618.SCLK_GEN_CNT,6
key_filter.key_tmpb,1
tlv5618.DAC_CS_N,1
key_filter.state,4
key_filter.key_flag,1
key_filter.key_tmpa,1
tlv5618.DAC_SCLK,1
key_filter.key_in_sa,1
-- cell usage in the layout (no fill, tap or decap), drive strengths merged, types with 8 or more instances in the layout --
cell type,count
a21oi,8
clkbuf,12
dfrtp,55
inv,9
nand2,32
nand3,9
nand4,8
nor2,37
o21ai,22
xnor2,9
xor2,8
-- kinds of logic (layout without fill, tap and decap cells) --
| kind of cell | Yosys count | count (layout) | share of synthesized area [%] |
|---|---|---|---|
| DFF | 59 | 59 | 57.4 |
| adders and majority gates | 3 | 3 | 1.46 |
| muxes | 3 | 3 | 1.26 |
| buffers and inverters | 19 | 33 | 3.30 |
| and+or+nand+nor | 114 | 114 | 21.6 |
| AOI/OAI and AO/OA | 41 | 41 | 9.21 |
| xor gates and xnor gates | 17 | 17 | 5.77 |
-- worst min-delay path by stage --
stage | end | slack [ps] | depth (start not counted)
after CTS | key_filter.key_in_sb | 350 | 0
after global routing | key_filter.key_in_sb | 350 | 0
final | key_filter.key_in_sb | 350 | 0
-- area by class of cell --
| cell class | count | area [µm²] | area share (%) |
|---|---|---|---|
| flip-flops and latches | 59 | 1480 | 50.8 |
| multi-input cells | 178 | 1010 | 34.7 |
| clock inverters | 4 | 72.6 | 2.49 |
| inverters | 9 | 33.8 | 1.16 |
| clock buffers | 12 | 155 | 5.32 |
| repair buffers | 8 | 67.6 | 2.32 |
| well taps | 75 | 93.8 | 3.22 |
-- power groups by stage --
stage	Clock (mW)	Sequential (mW)	Combinational [mW]
6_report	0.494	0.490	0.0120
5_1_grt	0.532	0.490	0.0146
4_1_cts	0.512	0.490	0.0130
Power is estimated from default activity; no workload was simulated.
